`design/flow/run.sh`:
```
#!/bin/bash
# OpenROAD 26Q1-2900-gdf79404cd8, Yosys 0.63+post, stock flow scripts
make -C /OpenROAD-flow-scripts/flow DESIGN_CONFIG=/design/flow/config.mk WORK_HOME=/design/flow/orfs finish
```
`design/flow/config.mk`:
```
export PLATFORM = sky130hd
export DESIGN_NAME = top
export DESIGN_NICKNAME = top
export VERILOG_FILES = /design/flow/design.v
export SDC_FILE = /design/flow/constraint.sdc
export NUM_CORES = 4
export LEC_CHECK = 1
export CORE_UTILIZATION = 30
```
`design/flow/design.v`:
```
module fpga1_sender #(
    parameter SEND_COUNT = 10
) (
    input wire clk,              
    input wire rst,              
    input wire start,            
    input wire [31:0] data_in,   
    input wire rdy_in,           
    input wire ack_in,           
    (* syn_keep = "true" *) output reg [31:0] data_out,   
    output reg req_out,          
    output reg done,             
    output send_done
);
    parameter IDLE              = 3'b000;
    parameter WAIT_READY        = 3'b001;
    parameter SEND_DATA         = 3'b010;
    parameter WAIT_ACK          = 3'b011;
    parameter RESEND            = 3'b100;
    reg [9:0] send_count = 0;    
    reg [2:0] state      = 3'b000;
    reg [2:0] r_send_done = 0;       
    reg send_done_shifter;           
    assign send_done = (r_send_done[0] | r_send_done[1] | r_send_done[2]);  
    always @(posedge clk) begin
        if (rst) begin
            state <= IDLE;
            req_out <= 0;
            data_out <= 0;
            done <= 0;
            send_done_shifter <= 0;
        end else begin
            case (state)
                IDLE: begin
                    req_out <= 0;
                    done <= 0;
                    send_done_shifter <= 1'b0;   
                    if (start) begin
                        state = WAIT_READY;
                    end
                end
                WAIT_READY: begin
                    send_count <= SEND_COUNT;
                    req_out <= 1;
                    if (rdy_in) begin
                        state = SEND_DATA;
                    end
                end
                SEND_DATA: begin
                    if (send_count > 0) begin
                        data_out <= data_in;
                        send_count <= send_count - 10'd1;
                    end else begin
                        send_done_shifter <= 1'b1;   
                        state = WAIT_ACK;
                    end
                end
                WAIT_ACK: begin
                    if (ack_in) begin
                        done <= 1;
                        req_out <= 0;
                        send_done_shifter <= 1'b0;   
                        state <= IDLE;   
                    end else if (!rdy_in) begin
                        state <= RESEND;   
                        send_done_shifter <= 1'b0;   
                    end 
                end
                RESEND: begin
                    send_done_shifter <= 1'b0;   
                    state = WAIT_READY; 
                end
                default: state = IDLE;
            endcase
        end
    end
    always @(posedge clk) begin
        if (rst | ack_in) begin
            r_send_done <= 3'b000;   
        end else if (send_done_shifter) begin
            r_send_done[0] <= send_done_shifter;   
        end 
        if (r_send_done[0]) begin
            r_send_done[1] <= r_send_done[0];   
        end
        if (r_send_done[1]) begin
            r_send_done[2] <= r_send_done[1];   
        end
    end
endmodule
module fpga2_receiver #(
    parameter RECEIVE_COUNT = 10  
) (
    input wire clk,              
    input wire rst,              
      input wire [31:0] data_in,    
    input wire req_in,           
    input wire send_done,
    output reg rdy_out,          
    output reg ack_out,          
    output reg [31:0] data_out   
);
    parameter IDLE       = 3'b000; 
    parameter READY      = 3'b001;
    parameter RECEIVE    = 3'b010;
    parameter ACKNOWLEDGE = 3'b100;
    reg [2:0] state = 3'b000;
    reg [1:0] req_sync;          
    reg [1:0] send_done_sync;    
    always @(posedge clk) begin
        if (rst)
            req_sync <= 0;
        else
            req_sync <= {req_sync[1:0], req_in};  
    end
    always @(posedge clk) begin
        if (rst)
            send_done_sync <= 0;
        else
            send_done_sync <= {send_done_sync[1:0], send_done};  
    end
    always @(posedge clk) begin
        if (rst) begin
            state <= IDLE;
            rdy_out <= 0;
            ack_out <= 0;
            data_out <= 0;
        end else begin
            case (state)
                IDLE: begin              
                    rdy_out <= 0;
                    ack_out <= 0;
                    if (req_sync[0] | req_sync[1]) begin
                        state = READY;
                    end
                end
                READY: begin             
                    rdy_out <= 1;
                    state = RECEIVE;
                end
                RECEIVE: begin                   
                    if (!(send_done_sync[0] | send_done_sync[1])) begin    
                        data_out <= data_in;     
                    end else begin
                        state <= ACKNOWLEDGE;
                    end
                    end 
                ACKNOWLEDGE: begin       
                    if (send_done_sync[0] | send_done_sync[1]) begin
                        ack_out <= 1;
                        rdy_out <= 0;
                        state = IDLE;   
                    end else if (!(req_sync[0] | req_sync[1])) begin
                        ack_out <= 0;
                        state = IDLE;   
                    end
                end
                default: state = IDLE;
            endcase
        end
    end
endmodule
module top #(
    parameter RECEIVE_COUNT = 100,  
    parameter SEND_COUNT = 100
) (
    input clk,               
    input rst,               
    input en,                
    output reg led,          
    (* syn_keep = "true" *) output [31:0] do_1_to_2,
    (* syn_keep = "true" *) input [31:0] di_1_to_2,
    input i_ack_tx,          
    input i_rdy_tx,          
    output o_req_tx,         
    output o_sdone_tx,       
    input i_req_rx,          
    output o_ack_rx,         
    output o_rdy_rx,          
    input i_sdone_rx          
    );
    reg start;                   
    reg [31:0] di_gen = 32'hffffffff;           
    wire [31:0] do_2;            
    wire done;                   
    fpga1_sender #(
        .SEND_COUNT(SEND_COUNT)
        ) fpga1 (
        .clk(clk),
        .rst(rst),
        .start(start),
        .data_in(di_gen), 
        .rdy_in(i_rdy_tx),
        .ack_in(i_ack_tx),
        .data_out(do_1_to_2),
        .req_out(o_req_tx),
        .done(done),
        .send_done(o_sdone_tx)
    );
    fpga2_receiver #(
        .RECEIVE_COUNT(RECEIVE_COUNT)
        ) fpga2 (
        .clk(clk),
        .rst(rst),
        .data_in(di_1_to_2),
        .req_in(i_req_rx),
        .send_done(i_sdone_rx),
        .rdy_out(o_rdy_rx),
        .ack_out(o_ack_rx),
        .data_out(do_2)  
    );
    always @(posedge clk && en) begin
    start <= 1;
    di_gen <= di_gen - 32'd1;
    end
endmodule
```
`design/flow/constraint.sdc`:
```
current_design top

set clk_period 9.9
set clk_io_pct 0.2

create_clock -name clk0 -period $clk_period [get_ports {clk}]

set non_clock_inputs [all_inputs -no_clocks]
set_input_delay [expr $clk_period * $clk_io_pct] -clock clk0 $non_clock_inputs
set_output_delay [expr $clk_period * $clk_io_pct] -clock clk0 [all_outputs]
```
==> reports/metrics.yaml <==
finalMaxSlewViolations: 0
critPathKind: "in -> gate"
synth_top_area_share: 0.446
clkPwrFrac: 0.540
grt_pass1_vias: 2549
firstDrtPassIters: 15
hpwl_um: 4430
switching_share: 0.209
pwr_density_cell_nw_per_um2: 191
postSynthAreaPerCell_um2: 10.3
drt_iter0_drc: 105
grt_util_met1: 0.181
largest_area_cell: "dfxtp_1"
instances_no_fill: 560
dieHeight_um: 112
p_leak_nw: 1.68
drive_gt1_frac: 0.0863
slew_headroom: 0.501
dpl.cell_count: 526
pwr-share-comb: 0.083
grt_max_degree: 49
switchingPower_mw: 0.190
syn_inst: 354
synth_area_um2: 3640
chipArea_um2: 12600
area_leaders: "dfxtp_1 45%, mux2i_1 8.8%, edfxtp_1 8.3%"
yosys.cell_types.count: 47
gp_congestion: 0.751
gr-total-overflow: 0
cts.clk_slew.worst_paths_ns: 0.05
holdWs_ns: 0.448
core_area_um2: 11600
ys_warn_count: 4
ys_async_sr_fraction: 0
synth-edff-count: 10
ys_seq_share: 0.528
rsz0062_at_grt: "no"
use_met2: 0.171
drcViolationCount: 0
cp.required_ns: 10.11
fp-utilization: 0.313
cp.arrival_ns: 5.68
ys_ff: 91
hold_viol_final: 0
clock_latency_ns: 0.66
dieWidth_um: 112
synth_chip_area_um2: 3640
maxCapViolations: 0
fin_skew_ns: 0.116
yosys-stat-cells: 354
placed_cell_area_um2: 4150
antenna_cells: 0
tightest_slew_ns: 0.747
min_path_type: "reg -> reg"
grt.total_usage: 0.121
seqPwrFrac: 0.377
path_max_fanout: 1
outcome: "complete, no violations"
vdd_drop_max_mv: 0.0964
met3_usage: 0.0479
p_int_mw: 0.719
ios: 76
cp-end-kind: "clock gate"
warnings: 58
routed_wl_um: 6980
finalSetupTns_ns: 0
dr_total_vias: 2639
detail_route.wl_per_cell_um: 12.5
grt_pass1_wl_um: 11900
ant_nets: 0
start_kind: "input port"
design_area_um2: 4770
port_buffers: 42
flop_cell: "dfxtp_1"
cts_resized: 0
vias_per_cell: 4.71
syn2layout_area_growth_pct: 31.1
grt_antenna_before_repair: 0
cts_tree: "yes"
grt.busiest_layer: "met1"
rows: 39
finalSetupViolCount: 0
==> routing by layer <==
metal	part of all wire	up-vias
met5	0	-
met4	0.018	0
met3	0.062	14
met2	0.43	60
met1	0.49	1224
li1	-	1341
==> per-stage QoR <==
| step | worst slack, ns | power (mW) | util |
|---|---|---|---|
| 6_report | 4.42 | 0.909 | 0.411 |
| 5_1_grt | 4.33 | 0.952 | 0.411 |
| 4_1_cts | 4.43 | 0.927 | 0.411 |
| 3_5_place_dp | 6.35 | 0.434 | 0.357 |
| 3_3_place_gp | 6.36 | 0.433 | 0.357 |
| 2_1_floorplan | 6.22 | 0.403 | - |
==> state kept, by name, indices dropped and copies added (netlist names), 2 cells and up <==
register	flops
di_gen	32
fpga1.data_out	32
fpga1.send_count	10
fpga1.r_send_done	3
fpga1.state	3
fpga2.state	3
fpga2.req_sync	2
fpga2.send_done_sync	2
==> layout by cell type, fill, tap and decap left out, types with 3 or more instances in the layout <==
master / instances
buf_4: 3
ha_1: 3
clkinv_2: 3
o21ai_0: 4
mux2i_1: 32
clkdlybuf4s50_1: 42
nor2b_1: 6
dfxtp_1: 81
xnor2_1: 21
and3_1: 3
a21oi_1: 7
edfxtp_1: 10
nand2_1: 11
nor2_1: 62
nand3_1: 9
nand4_1: 10
inv_1: 8
nor4_1: 6
a21o_1: 4
xor2_1: 14
dlygate4sd3_1: 6
nor3_1: 11
or4_1: 6
or3_1: 5
clkbuf_16: 18
==> final cells by class <==
| type | instances | area (um^2) |
|---|---|---|
| Sequential cell | 91 | 1920 |
| Multi-Input combinational cell | 239 | 1570 |
| Clock inverter | 8 | 95.1 |
| Tap cell | 143 | 179 |
| Timing Repair Buffer | 51 | 503 |
| Inverter | 8 | 30.0 |
| Fill cell | 1082 | 6850 |
| Clock buffer | 20 | 468 |
==> path summary, 6_finish.rpt <==
path	start	end	slack, ns	cells past startpoint
max	en	clock gate	4.42	7
min	di_gen[0]$_DFF_P_	di_gen[0]$_DFF_P_	0.45	1
max reg2reg	fpga1.state[1]$_SDFFE_PP0P_	fpga1.data_out[11]$_SDFFE_PP0P_	7.43	5
min reg2reg	di_gen[0]$_DFF_P_	di_gen[0]$_DFF_P_	0.45	1
max in group clk0	fpga1.r_send_done[2]$_SDFFE_PP1P_	o_sdone_tx	6.31	2
min in group gated	en	clock gate	0.47	7
==> power by group through the flow <==
| stage | combinational, mW | clock, mW | sequential, mW |
|---|---|---|---|
| final | 0.0752 | 0.491 | 0.343 |
| after global routing | 0.0838 | 0.523 | 0.345 |
| after CTS | 0.0769 | 0.507 | 0.343 |
==> critical path, stage by stage <==
cell	delay, ns
dlygate4sd3_1	0.53
dlygate4sd3_1	0.54
dlygate4sd3_1	0.55
clkdlybuf4s50_1	0.43
dlygate4sd3_1	0.55
dlygate4sd3_1	0.56
dlygate4sd3_1	0.55
==> cell usage after synthesis (all sizes together), types with 2 or more instances <==
library cell,n
a21o,4
and3,3
edfxtp,10
a21oi,7
dfxtp,81
mux2i,32
nand2,11
o21ai,4
xor2,14
or3,5
nor2b,6
o31ai,2
nor3b,2
a31oi,2
or4,7
nor2,62
nand3,9
inv,8
nand4,10
clkbuf,8
xnor2,21
nand2b,2
nor3,12
ha,3
buf,8
nor4,7
==> cells by family after synthesis <==
group,share of synthesized area
and+or+nand+nor,0.197
buffers and inverters,0.0399
adders and majority gates,0.0103
xor gates and xnor gates,0.0843
DFF,0.528
muxes,0.0880
AOI/OAI and AO/OA,0.0512
other,0.00103
==> timing repair <==
item	in CTS	in global routing
buffers inserted	0	0
endpoints found under the hold margin	1	0
endpoints found under the setup margin	0	0
hold buffers	6	0
Power is estimated from default activity; no workload was simulated.
